==> ./design.v <==
`timescale 1ns / 1ps
`timescale 1ns / 1ps
module Bridge(
	output reg [31:0] m_data_addr,
	output reg[31:0] m_data_wdata,
	output reg [3:0] m_data_byteen,
	input [31:0] m_data_rdata,
	input [31:0] temp_m_data_addr,
	input [31:0] temp_m_data_wdata,
	input [3:0] temp_m_data_byteen,
	output reg [31:0] temp_m_data_rdata,
	output reg [31:0] TC1_Addr,
	output reg TC1_WE,
	output reg [31:0] TC1_Din,
	input [31:0] TC1_Dout,
	output reg [31:0] TC2_Addr,
	output reg TC2_WE,
	output reg [31:0] TC2_Din,
	input [31:0] TC2_Dout,
	output reg [31:0] m_int_addr,
	output reg [3:0] m_int_byteen
    );
	always@(*) begin
		m_data_addr = temp_m_data_addr;
		m_data_wdata = temp_m_data_wdata;
		TC1_Addr = temp_m_data_addr;
		TC1_Din = temp_m_data_wdata;
		TC2_Addr = temp_m_data_addr;
		TC2_Din = temp_m_data_wdata;
		m_int_addr = temp_m_data_addr;
		if(temp_m_data_addr >= 32'h00000000 && temp_m_data_addr <= 32'h00002fff) begin
			m_data_byteen = temp_m_data_byteen;
			TC1_WE = 0;
			TC2_WE = 0;
			temp_m_data_rdata = m_data_rdata;
			m_int_byteen = 0;
		end else if(temp_m_data_addr >= 32'h00007f00 && temp_m_data_addr <= 32'h00007f0b) begin
			m_data_byteen = 0;
			TC1_WE = |temp_m_data_byteen;
			TC2_WE = 0;
			temp_m_data_rdata = TC1_Dout;
			m_int_byteen = 0;
		end else if(temp_m_data_addr >= 32'h00007f10 && temp_m_data_addr <= 32'h00007f1b) begin
			m_data_byteen = 0;
			TC1_WE = 0;
			TC2_WE = |temp_m_data_byteen;
			temp_m_data_rdata = TC2_Dout;
			m_int_byteen = 0;
		end else if(temp_m_data_addr >= 32'h00007f20 && temp_m_data_addr <= 32'h00007f23) begin
			m_data_byteen = 0;
			TC1_WE = 0;
			TC2_WE = 0;
			temp_m_data_rdata = 0;
			m_int_byteen = temp_m_data_byteen;
		end else begin
			m_data_byteen = 0;
			TC1_WE = 0;
			TC2_WE = 0;
			temp_m_data_rdata = 0;
			m_int_byteen = 0;
		end
	end
endmodule
==> ./run.sh <==
#!/bin/bash
# OpenROAD 26Q1-2900-gdf79404cd8, Yosys 0.63+post, stock flow scripts
make -C /OpenROAD-flow-scripts/flow DESIGN_CONFIG=/design/flow/config.mk WORK_HOME=/design/flow/orfs finish
==> ./config.mk <==
export PLATFORM = sky130hd
export DESIGN_NAME = Bridge
export DESIGN_NICKNAME = Bridge
export VERILOG_FILES = /design/flow/design.v
export SDC_FILE = /design/flow/constraint.sdc
export NUM_CORES = 4
export LEC_CHECK = 1
export CORE_AREA = 10 10 172 172
export DIE_AREA = 0 0 182 182
==> ./constraint.sdc <==
current_design Bridge

set clk_period 11.9
set clk_io_pct 0.2

create_clock -name clk0 -period $clk_period

set non_clock_inputs [all_inputs -no_clocks]
set_input_delay [expr $clk_period * $clk_io_pct] -clock clk0 $non_clock_inputs
set_output_delay [expr $clk_period * $clk_io_pct] -clock clk0 [all_outputs]
==> Changelog: implementation <==
## Implementation

- Post-CTS sizing: 0
- FMAX: 127 MHz
- Io pins: 430
- Outcome: complete, no violations
- Core Region: 25900 sq um
- Slew of the pin with the lowest slew margin: 590 ps
- Synth Cell Area: 2640 sq um
- Die Ht: 182 um
- RSZ-0062 raised after global routing: no
- Via count: 2277
- Vias in the first global route: 2648
- Gpl congestion: 0.749
- Lkg Pwr: 1.43 nW
- Diodes inserted: 0
- Worst vdd ir: 0.0157 mV
- Worst Setup Start Kind: input pin
- Max cap viols: 0
- HPWL after DPL: 10900 um
- Dominant comb cell: buffers and inverters
- Synth-to-Final Area Change: 61.4%
- # fillers: 2869
- Xor+xnor area frac: 0%
- Basic Gates by Area: 6.96%
- Yosys warns: 1
- Post-layout period usage: 66.4%
- Post-CTS Setup Bufs: 0
- Final Hold Viols: 0
- Synth area leader: buf_4
- DRT Wirelength: 12900 um
- Mux contribution to synthesized area: 13.6%
- Worst-path fanout max: 38
- Num sequential: 0
- Die footprint: 33100 sq um
- Hold Path Depth: 0
- Cell Type Count: 25
- Pin count of the biggest net entering global routing: 40
- Mean Syn Cell Area: 8.05 sq um
- Die Width: 182 um
- Overall Global Routing Usage: 7.14%
- Worst EP arrival: 5520 ps
- Worst hold start: temp_m_data_wdata[14]
- Post-Syn Instances: 328
- Worst Hold Slack: 4760 ps
- Row count: 59
- Final setup viols: 0
- Top cells, area: buf_4 64%, a32o_1 12%, mux2_2 11%
- Critical Path RT: 9520 ps
- Yosys Instances: 328
- Final Max Slew Viols: 0
- Setup TNS Final: 0 ps
- DRC viols: 0
- Synth Area in Adders: 0%
- Slew margin rel.: 60.7%
- Cell Pwr Density: 24.3 nW/um^2
- Period minus WS final: 7900 ps
- CTS Hold Buffers Added: 0
- CP endpoint kind: primary output
- Post-synth top area share: 63.7%
- Fp_density: 10.2%
- Hold EP: TC1_Din[14]
- Layout cells sized above 1: 9.07%
- Yosys aoi share: 12.6%
- Global-route wire length before repair: 18100 um
- Hold Path Class: input pin to primary output
- Grt total ovfl: 0
- FF+latch area: 0 sq um
- Number of clock buffers in the layout: 0
- Number of antenna violations at the first check in global routing: 1
- Critical path type: input pin to primary output
- Register share after synthesis: 0%
- DR pass1 iterations: 4
- First DRT Iteration DRCs: 49
- Routed WL per cell: 17.9 um
- Port buffer count: 292
- Yosys Chip Area: 2640 sq um
- Vias per cell: 3.16
- Remaining antenna violation count: 0
- Tool Warnings: 32
## through the flow
stage	total power (W)	setup WS, ps	instance area (sq um)	util, %	cells
global placement	0.000106	3930	4260	16.5	721
CTS	0.000106	3920	4260	16.5	721
finish	0.000104	4000	4260	16.5	721
floorplan	0.0000581	5530	2640	-	328
detailed placement	0.000106	3930	4260	16.5	721
global route	0.000112	3850	4260	16.5	721
## cells by family after synthesis
family | after synthesis
AND/OR/NAND/NOR | 24
buffers and inverters | 238
multiplexers | 32
AND-OR/OR-AND | 34
## worst max-delay path by stage
stage | start | to | cells past startpoint
final | temp_m_data_addr[28] | temp_m_data_rdata[22] | 7
after CTS | temp_m_data_addr[28] | temp_m_data_rdata[22] | 7
after global routing | temp_m_data_addr[28] | temp_m_data_rdata[22] | 7
## cells in the mapped netlist (2+ instances only)
master    count
buf_4       224
buf_6         2
clkbuf_1      9
and2_1        4
a32o_1       32
and4_1        2
mux2_1        7
buf_2         2
nor4_1        2
nand2_1       2
mux2_2       25
and3_1        4
## per-layer routing
layer	track usage (%)	wire length, um	vias to the layer above
li1	-	-	1030
met1	7.94	4660	1010
met2	11.8	6140	198
met3	3.82	1850	39
met4	1.50	281	0
met5	0	0	-
## cell usage in the layout (no fill, tap or decap), types with 2 or more instances in the layout
| master | count |
|---|---|
| nor4_1 | 2 |
| nand2_1 | 2 |
| and2_1 | 4 |
| clkdlybuf4s50_1 | 291 |
| a32o_1 | 32 |
| buf_4 | 4 |
| mux2_1 | 7 |
| mux2_2 | 25 |
| and3_1 | 4 |
| and4_1 | 2 |
## layout make-up
type	instances	area, sq um	area share, %
Multi-Input combinational cell	90	896	21.0
Tap cell	335	419	9.83
Timing Repair Buffer	296	2950	69.2
## power breakdown
group | internal, W | switching (W) | total [W]
Sequential | 0 | 0 | 0
Combinational | 0.0000780 | 0.0000256 | 0.000104
Clock | 0 | 0 | 0
Total | 0.0000780 | 0.0000256 | 0.000104
## worst max-delay path, stage by stage
cell,delay [ps]
clkdlybuf4s50_1,490
or4_4,570
or4b_4,540
nor4_4,140
buf_4,460
a32o_1,370
clkdlybuf4s50_1,550
Power is estimated from default activity; no workload was simulated.
