==> flow/design.v <==
`timescale 1ns / 1ps
`timescale 1ns / 1ps
module TC2(
    input clk,
    input reset,
    input [31:2] Addr,
    input WE,
    input [31:0] Din,
    output [31:0] Dout,
    output IRQ
    );
	reg [1:0] state;
	reg [31:0] mem [2:0];
	reg _IRQ;
	assign IRQ = mem[0][3] & _IRQ;
	assign Dout = mem[Addr[3:2]];
	wire [31:0] load = Addr[3:2] == 0 ? {28'h0, Din[3:0]} : Din;
	integer i;
	always @(posedge clk) begin
		if(reset) begin
			state <= 0; 
			for(i = 0; i < 3; i = i+1) mem[i] <= 0;
			_IRQ <= 0;
		end
		else if(WE) begin
			mem[Addr[3:2]] <= load;
		end
		else begin
			case(state)
				2'b00 : if(mem[0][0]) begin
					state <= 2'b01;
					_IRQ <= 1'b0;
				end
				2'b01 : begin
					mem[2] <= mem[1];
					state <= 2'b10;
				end
				2'b10  : 
					if(mem[0][0]) begin
						if(mem[2] > 1) mem[2] <= mem[2]-1;
						else begin
							mem[2] <= 0;
							state <= 2'b11;
							_IRQ <= 1'b1;
						end
					end
					else state <= 2'b00;
				default : begin
					if(mem[0][2:1] == 2'b00) mem[0][0] <= 1'b0;
					else _IRQ <= 1'b0;
					state <= 2'b00;
				end
			endcase
		end
	end
endmodule
==> flow/run.sh <==
#!/bin/bash
# OpenROAD 26Q1-2900-gdf79404cd8, Yosys 0.63+post, stock flow scripts
make -C /OpenROAD-flow-scripts/flow DESIGN_CONFIG=/design/flow/config.mk WORK_HOME=/design/flow/orfs finish
==> flow/config.mk <==
export PLATFORM = sky130hd
export DESIGN_NAME = TC2
export DESIGN_NICKNAME = TC2
export VERILOG_FILES = /design/flow/design.v
export SDC_FILE = /design/flow/constraint.sdc
export NUM_CORES = 4
export LEC_CHECK = 1
export CORE_UTILIZATION = 30
==> flow/constraint.sdc <==
current_design TC2

set clk_period 5.9
set clk_io_pct 0.2

create_clock -name clk0 -period $clk_period [get_ports {clk}]

set non_clock_inputs [all_inputs -no_clocks]
set_input_delay [expr $clk_period * $clk_io_pct] -clock clk0 $non_clock_inputs
set_output_delay [expr $clk_period * $clk_io_pct] -clock clk0 [all_outputs]
==> summary.txt <==
Area occupied by multi-input gates: 0.00281 mm²
Clock Path Buffers: 2
Number of max-capacitance violations reported: 0
Maximum clock skew at final layout: 0.00810 ns
Fraction of the yosys area taken by sequential cells: 0.580
Chip area estimate from yosys synthesis: 0.00680 mm²
GRT Residual Overflow: 0
Slew at the pin with the worst max-slew slack: 0.825 ns
Critical Path AT: 2.92 ns
Req. time, crit path: 4.72 ns
Leakage power: 3.12 nW
Number of optimization iterations in the first detailed-route pass: 16
Type of the worst setup path: in2out
Maximum ir drop on the vdd rail: 0.179 mV
GR Util All Layers: 0.173
Cell at the slowest stage of the critical path: sky130_fd_sc_hd__mux4_2
CTS tree: done
H-Tree Level Count: 4
Weighted congestion reported at the end of routability-driven placement: 0.816
Origin of the critical flop-to-flop path: mem[0][0]
Worst path max stage delay: 0.63 ns
Number of DRC markers in iteration 0: 300
Post-cts repair resize count: 0
Die width: 153 µm
Count of instantiated cells in the yosys netlist: 552
Average wire length per cell after detail routing: 19.5 µm
Site row count: 54
End point of the most critical hold path: state[3]
Share of final-layout standard cells stronger than drive strength 1: 0.152
DIE AREA: 0.0233 mm²
Number of placed instances with taps included: 908
Clock sink total: 133
EDFF count, synth: 128
Min-delay worst type: reg2reg
Vertical die size: 153 µm
Final period demand of the worst path: 4.10 ns
Leading cell types by total area after synthesis: sky130_fd_sc_hd__edfxtp_1, sky130_fd_sc_hd__mux4_2, sky130_fd_sc_hd__nor2_1
R2r endpoint: mem[1][0]
Ratio of total power to cell area: 284 mW/mm²
Tally of yosys warning messages: 1
# diodes: 0
Dominant register cell in the synthesized netlist: sky130_fd_sc_hd__edfxtp_1
Most common cell in the netlist: sky130_fd_sc_hd__edfxtp_1
Setup Fix Bufs, Post-CTS: 0
Maximum number of pins on one net before global-route repair: 38
Vias in the first global route: 5,111
Maximum net fanout on the critical path: 37
OpenROAD warning count: 54
Starting Density: 0.309
Total wire length: 18.4 mm
Number of library cell types mapped by synthesis: 54
Clock root buffer: sky130_fd_sc_hd__clkbuf_16
Storage element area: 0.00394 mm²
Detailed-placement wirelength estimate: 11.8 mm
Std-Cell Core Area: 0.0220 mm²
Cell class contributing the biggest share of worst-path delay: buffers and inverters
Syn Area/Cell: 12.3 µm²
Number of setup violations in the final report: 0
Total via count after detailed routing: 4,986
Post-synth top cells: sky130_fd_sc_hd__edfxtp_1, sky130_fd_sc_hd__nor2_1, sky130_fd_sc_hd__nand2_1
Final max-slew violation count: 0
Number of antenna violations at the first check in global routing: 0
Area Growth Syn to Fin: 25.4%
Highest achievable clock rate: 244 MHz
Final worst path period share: 0.696
Setup tns final: 0 ns
Register clock-pin slew on the reported worst setup and hold paths: 0.06 ns
Number of routed nets with antenna violations: 0
Fraction of synthesized cell area taken by the top area cell type: 0.566
Number of buffers inserted by hold repair at cts: 0
Cell type with the highest aggregate area in the netlist: sky130_fd_sc_hd__edfxtp_1
Worst setup slack for register-to-register paths: 2.99 ns
Synth Instances: 552
Endpoint class of the critical path: output pin
Filler instances: 2,116
Clock buffers created by TritonCTS: 17
Final hold viol count: 0
Hold slack: 0.442 ns
Flop and latch count out of synthesis: 133
Cell-by-cell listing of the critical path: buf_2, buf_4, mux4_2, clkdlybuf4s50_1
RSZ-0062 raised after global routing: no
Later-pin clock latency in the skew report: 0.42 ns
Vias per cell: 5.30
I/O pins: 98
Drt drc: 0
Number of cells traversed by the worst register-to-register path: 6
# port buffers: 69
First-pass GRT wire length: 29.1 mm
Critical path buffers and inverters: 3
Max-Slew Margin vs Limit: 0.443
Status: finished clean
Launch point of the worst hold path: state[3]
Final std cells w/o fill: 940
Synth Cell Area: 0.00680 mm²
Worst hold stages: 2
Kind of start point of the critical path: input port
Post-synth ARST share: 0
==> area by class of cell <==
cell class / count / share of cell area
clock buffers: 23 / 0.0561
flip-flops and latches: 133 / 0.463
well taps: 280 / 0.0411
repair buffers: 86 / 0.0948
multi-input cells: 401 / 0.330
inverters: 8 / 0.00352
clock inverters: 9 / 0.0119
==> layer usage <==
layer | wire length (µm) | track usage | up-vias | part of all wire
li1 | - | - | 2269 | -
met3 | 2080 | 0.0771 | 34 | 0.11
met4 | 468 | 0.0332 | 0 | 0.025
met1 | 7250 | 0.244 | 2388 | 0.40
met2 | 8560 | 0.262 | 295 | 0.47
met5 | 0 | 0 | - | 0
==> power by group <==
| part | leakage [nW] | switching (mW) | internal [mW] |
|---|---|---|---|
| clock network | 0.287 | 0.380 | 0.652 |
| registers | 1.31 | 0.0319 | 1.10 |
| logic | 1.52 | 0.127 | 0.135 |
==> flip-flops by register name, indices dropped and copies added (netlist names) <==
signal / flops
_IRQ: 1
mem: 128
state: 4
==> logic make-up (layout without fill, tap and decap cells) <==
logic type | Yosys count | in the layout | synth area share
simple gates | 253 | 253 | 0.187
flops | 133 | 133 | 0.580
compound gates | 58 | 58 | 0.0602
buf+inv | 45 | 126 | 0.0261
mux | 33 | 33 | 0.108
xor+xnor | 27 | 27 | 0.0348
fa+ha+maj | 2 | 2 | 0.00368
other cells | 1 | 28 | 0.000552
==> cell usage in the layout (no fill, tap or decap), types with 6 or more instances in the layout <==
master	netlist	routed
sky130_fd_sc_hd__a21oi_1	20	20
sky130_fd_sc_hd__a221oi_1	9	9
sky130_fd_sc_hd__and2_1	14	14
sky130_fd_sc_hd__and3_1	12	12
sky130_fd_sc_hd__buf_4	0	17
sky130_fd_sc_hd__clkbuf_16	0	17
sky130_fd_sc_hd__clkdlybuf4s50_1	0	67
sky130_fd_sc_hd__conb_1	1	28
sky130_fd_sc_hd__edfxtp_1	128	128
sky130_fd_sc_hd__inv_1	8	8
sky130_fd_sc_hd__mux4_2	32	32
sky130_fd_sc_hd__nand2_1	43	43
sky130_fd_sc_hd__nand3_1	30	30
sky130_fd_sc_hd__nor2_1	81	81
sky130_fd_sc_hd__nor3_1	24	23
sky130_fd_sc_hd__nor4_1	13	11
sky130_fd_sc_hd__nor4_2	4	6
sky130_fd_sc_hd__or3_1	6	6
sky130_fd_sc_hd__or4_1	6	6
sky130_fd_sc_hd__xnor2_1	8	8
sky130_fd_sc_hd__xor2_1	19	19
==> stage by stage <==
| step | cell area [µm²] | utilization | setup WS (ns) | power (mW) |
|---|---|---|---|---|
| floorplan | 6900 | - | 1.09 | 1.28 |
| global placement | 7940 | 0.361 | 1.64 | 1.41 |
| detailed placement | 7940 | 0.361 | 1.61 | 1.41 |
| CTS | 8520 | 0.387 | 1.73 | 2.44 |
| global route | 8520 | 0.387 | 1.63 | 2.52 |
| finish | 8520 | 0.387 | 1.80 | 2.42 |
==> how the worst max path moves through the flow <==
stage         endpoint  cells after the start    start  slack, ns
CTS           Dout[14]                      4  Addr[2]       1.73
global route  Dout[31]                      4  Addr[2]       1.63
finish        Dout[14]                      4  Addr[2]       1.80
==> worst min-delay path, stage by stage, from the launching register on <==
cell and delay [ns]:
sky130_fd_sc_hd__dfxtp_1 0.31, sky130_fd_sc_hd__nand2_1 0.05, sky130_fd_sc_hd__nand2_1 0.04
Power and IR drop assume default switching activity.
