<file path="flow/config.mk">
export PLATFORM = sky130hd
export DESIGN_NAME = cpu_checker
export DESIGN_NICKNAME = cpu_checker
export VERILOG_FILES = /design/flow/design.v
export SDC_FILE = /design/flow/constraint.sdc
export NUM_CORES = 4
export LEC_CHECK = 1
export CORE_UTILIZATION = 30
</file>
<file path="flow/constraint.sdc">
current_design cpu_checker

set clk_period 5.6
set clk_io_pct 0.2

create_clock -name clk0 -period $clk_period [get_ports {clk}]

set non_clock_inputs [all_inputs -no_clocks]
set_input_delay [expr $clk_period * $clk_io_pct] -clock clk0 $non_clock_inputs
set_output_delay [expr $clk_period * $clk_io_pct] -clock clk0 [all_outputs]
</file>
<file path="flow/design.v">
`timescale 1ns / 1ps
module cpu_checker(
	input clk,
	input reset,
	input [7:0] char,
	input [15:0] freq,
	output [1:0] format_type,
	output [3:0] error_code
    );
	reg [4:0] next_s;
	reg [3:0] cnt_s2;
	reg [3:0] cnt_s4;
	reg [3:0] cnt_s7;
	reg [3:0] cnt_s11;
	reg type;
	reg [15:0] TIME;
	reg wrong_time;
	reg wrong_pc;
	reg wrong_addr;
	reg wrong_grf;
	reg wrong_type;
	reg [31:0] pc;
	reg [15:0] grf;
	reg [31:0] addr;
	initial begin
		next_s<=5'b00000;
		cnt_s2<=4'b0;
		cnt_s4<=4'b0;
		cnt_s7<=4'b0;
		cnt_s11<=4'b0;
		TIME<=0;
		wrong_time<=0;
		wrong_pc<=0;
		wrong_addr<=0;
		wrong_grf<=0;
		wrong_type<=0;
		pc<=0;
		grf<=0;
		addr<=0;
	end
	always@(posedge clk) begin
		if(reset==1'b1) begin
			next_s<=5'b00000;
			cnt_s2<=4'b0;
			cnt_s4<=4'b0;
			cnt_s7<=4'b0;
			cnt_s11<=4'b0;
			TIME<=0;
			wrong_time<=0;
			wrong_pc<=0;
			wrong_addr<=0;
			wrong_grf<=0;
			wrong_type<=0;
			pc<=0;
			grf<=0;
			addr<=0;
		end
		else begin
			case(next_s)
					5'b00000: begin
						if(char=="^") begin
							next_s<=5'b00001;
							cnt_s2<=4'b0;
							cnt_s4<=4'b0;
							cnt_s7<=4'b0;
							cnt_s11<=4'b0;
							TIME<=0;
							wrong_time<=0;
							wrong_pc<=0;
							wrong_addr<=0;
							wrong_grf<=0;
							wrong_type<=0;
							pc<=0;
							grf<=0;
							addr<=0;
						end
						else begin
							next_s<=5'b00000;
						end
					end
					5'b00001: begin
						if(char>="0"&&char<="9") begin
							next_s<=5'b00010;
							cnt_s2<=cnt_s2+4'b1;
							TIME<=((TIME<<1)+(TIME<<3)+(char-"0"));
						end
						else begin
							next_s<=5'b00000;
						end
					end
					5'b00010: begin
						if(char>="0"&&char<="9") begin
							if(cnt_s2<=4'b0011) begin
								cnt_s2<=cnt_s2+4'b1;
								next_s<=5'b00010;
								TIME<=((TIME<<1)+(TIME<<3)+(char-"0"));
							end
							else if(cnt_s2==4'b0100) begin
								next_s<=5'b00000;
							end
						end
						else if(char=="@") begin
								next_s<=5'b00011;
						end
						else begin
							next_s<=5'b00000;
						end
					end
					5'b00011: begin
						if(char>="0"&&char<="9"||char>="a"&&char<="f") begin
							next_s<=5'b00100;
							cnt_s4<=cnt_s4+4'b1;
							pc<=((pc<<4)+((char>="0"&&char<="9") ? (char-"0") : (char-"a"+32'd10)));
						end
						else begin
						next_s<=5'b00000;
						end
					end
					5'b00100: begin
						if(char>="0"&&char<="9"||char>="a"&&char<="f") begin
							if(cnt_s4<=4'b0111) begin
								cnt_s4<=cnt_s4+4'b1;
								next_s<=5'b00100;
								pc<=((pc<<4)+((char>="0"&&char<="9") ? (char-"0") : (char-"a"+32'd10)));
							end
							else if(cnt_s4==4'b1000) begin
								next_s<=5'b00000;
							end
						end
						else if(char==":") begin
							if(cnt_s4==4'b1000) begin
								next_s<=5'b00101;
							end
							else begin
								next_s<=5'b00000;
							end
						end
						else begin
							next_s<=5'b00000;
						end
					end
					5'b00101: begin
						if(char==" ") begin
							next_s<=5'b00101;
						end 
						else if(char=="$") begin
							next_s<=5'b00110; 
							type<=0;
						end
						else if(char==8'd42) begin
							next_s<=5'b00110;
							type<=1'b1;
						end
						else begin
						next_s<=5'b00000;
						end
					end
					5'b00110: begin
						if(type==0) begin
							if(char>="0"&&char<="9") begin
									cnt_s7<=cnt_s7+4'b1;
									next_s<=5'b01000;
									grf<=((grf<<1)+(grf<<3)+(char-"0"));
							end
							else begin
							next_s<=5'b00000;
							end
						end
						else if(type==1) begin
								if(char>="0"&&char<="9"||char>="a"&&char<="f") begin
										cnt_s7<=cnt_s7+4'b1;
										next_s<=5'b01000;
										addr<=((addr<<4)+((char>="0"&&char<="9") ? (char-"0" ): (char-"a"+32'd10)));
								end
								else begin
								next_s<=5'b00000;
								end
						end
					end
					5'b01000: begin
						if(type==0) begin
								if(char>="0"&&char<="9") begin
											if(cnt_s7<=4'b0011) begin
												cnt_s7<=cnt_s7+4'b1;
												next_s<=5'b01000;
												grf<=((grf<<1)+(grf<<3)+(char-"0"));
											end
											else if(cnt_s7==4'b0100) begin
											next_s<=5'b00000;
											end
								end
								else if(char==" ") begin
									next_s<=5'b01010;
								end
								else if(char=="<") begin
									next_s<=5'b01100;
								end
								else begin
								next_s<=5'b00000;
								end
						end
						else if(type==1) begin
							if(char>="0"&&char<="9"||char>="a"&&char<="f") begin
								if(cnt_s7<=4'b0111) begin
									cnt_s7<=cnt_s7+4'b1;
									next_s<=5'b01000;
									addr<=((addr<<4)+((char>="0"&&char<="9") ? (char-"0" ): (char-"a"+32'd10)));
								end
								else if(cnt_s4==4'b1000) begin
								next_s<=5'b00000;
								end
							end
							else if(char==" ") begin
								if(cnt_s7==4'b1000) begin
									next_s<=5'b01010;
								end
								else begin
								next_s<=5'b00000;
								end
							end
							else if(char=="<") begin
								if(cnt_s7==4'b1000) begin
									next_s<=5'b01100;
								end
								else begin
								next_s<=5'b00000;
								end
							end
							else begin
							next_s<=5'b00000;
							end
						end
					end
					5'b01010: begin
						if(char==" ") begin
							next_s<=5'b01010;
						end
						else if(char=="<") begin
							next_s<=5'b01100;
						end
						else begin
						next_s<=5'b00000;
						end
					end
					5'b01100: begin
						if(char=="=") begin
							next_s<=5'b01110;
						end
						else begin
						next_s<=5'b00000;
						end
					end
					5'b01110: begin
						if(char==" ") begin
							next_s<=5'b01110;
						end
						else if(char>="0"&&char<="9"||char>="a"&&char<="f") begin
							next_s<=5'b10000;
							cnt_s11<=cnt_s11+4'b1;
						end
						else begin
						next_s<=5'b00000;
						end
					end
					5'b10000: begin
						if(char>="0"&&char<="9"||char>="a"&&char<="f") begin
							if(cnt_s11<=4'b0111) begin
								cnt_s11<=cnt_s11+4'b1;
								next_s<=5'b10000;
							end
							else if(cnt_s11==4'b1000) begin
							next_s<=5'b00000;
							end
						end
						else if(char=="#") begin
							if(cnt_s11==4'b1000) begin
								next_s<=5'b10001;
							end
							else begin
							next_s<=5'b00000;
							end
						end
						else begin
						next_s<=5'b00000;
						end
					end
					5'b10001: begin
						if(char=="^") begin
							next_s<=5'b00001;
							cnt_s2<=4'b0;
							cnt_s4<=4'b0;
							cnt_s7<=4'b0;
							cnt_s11<=4'b0;
							TIME<=0;
							wrong_time<=0;
							wrong_pc<=0;
							wrong_addr<=0;
							wrong_grf<=0;
							wrong_type<=0;
							pc<=0;
							grf<=0;
							addr<=0;
						end
						else begin
							next_s<=5'b00000;
						end
					end
				endcase
		end
	end
	always@(next_s) begin
		if(next_s==5'b10001) begin
			if((TIME&((freq>>1)-1))!=0) begin
				wrong_time=1;
			end
			if(!(pc[1:0]==2'b00&&pc>=32'h00003000&&pc<=32'h00004fff)) begin
				wrong_pc=1;
			end
			if(!(grf>=16'd0&&grf<=16'd31)) begin
				wrong_grf=1;
			end
			if(!(addr[1:0]==2'b00&&addr>=32'h00000000&&addr<=32'h00002fff)) begin
				wrong_addr=1;
			end
		end
		else begin
			wrong_time=0;
			wrong_pc=0;
			wrong_grf=0;
			wrong_addr=0;
		end
	end
	assign format_type= (next_s==5'b10001&&type==0) ? 2'b01 :
														(next_s==5'b10001&&type==1) ? 2'b10 :
													   2'b00;
	assign error_code= {wrong_grf,wrong_addr,wrong_pc,wrong_time};
endmodule
</file>
<file path="flow/run.sh">
#!/bin/bash
# OpenROAD 26Q1-2900-gdf79404cd8, Yosys 0.63+post, stock flow scripts
make -C /OpenROAD-flow-scripts/flow DESIGN_CONFIG=/design/flow/config.mk WORK_HOME=/design/flow/orfs finish
</file>
==> deck_impl_summary.md <==
Implementation Results

Cells and area
  – FILL cells: 608
  – Fraction of layout cells with a size suffix above 1: 5.51%
  – Layout area overhead: 9.88%
  – Final non-filler cell total: 329

Synthesis
  – Number of cells produced by synthesis: 253
  – Synthesized area: 1940 um^2
  – Complex Gates by Area: 23.8%
  – Ys async rst share: 0%
  – Mux share: 1.03%
  – Synth warn: 9
  – Dominant flop cell: dfxtp_1
  – Synth unique cells: 65
  – Top non-seq family: simple AND/OR/NAND/NOR gates
  – Seq share, synth: 23.3%
  – FA/HA/MAJ Cells, Area Fraction: 5.17%
  – Post-synth EDFFs: 1
  – XOR Share, Synth: 4.52%
  – Area reported by Yosys stat: 1940 um^2
  – Syn avg cell area: 7.66 um^2
  – Simple-Gate Fraction of Synth Area: 34.7%
  – Post-synthesis register bit count: 22
  – Cell total in the yosys stat output: 253

Clock network
  – Resized cells post-CTS: 0
  – # clock sinks: 22
  – TritonCTS clock tree: yes
  – H-Tree Depth: 1
  – Post-CTS setup buffer count: 0
  – Clock-pin slew on the worst setup and hold paths: 0.09 ns
  – CTS Root Cell: clkbuf_8
  – Clock Latency Late Sink: 0.27 ns
  – Num CTS Buffers: 3
  – Cts hold-fix bufs: 0
  – Maximum clock path buffer count: 2

Power
  – Pwr dens: 153 nW/um^2
  – Power share of the clock group: 41.5%
  – Worst vdd ir: 88.8 uV
  – Sequential share of power: 48.9%
  – NetSw: 76.9 uW
  – Sw Share: 23.7%
  – Internal power: 248 uW
  – Comb pwr share: 9.7%
  – Leakage power: 0.703 nW

GRT
  – Pin count of the biggest net entering global routing: 21
  – First-pass GRT wire length: 7.78 mm
  – Initial antenna violation count: 0
  – Vias in the first global route: 1639
  – Gr ovfl total: 0
  – Total GRT Usage: 15.1%

STA
  – Worst Tran Pin Value: 0.800 ns
  – Final setup margin: 2.02 ns
  – Final hold viol count: 0
  – Final setup TNS: 0 ns
  – Tmin final: 3.58 ns
  – Max Slew Vio Count: 0
  – Rel. slew slack: 46.6%
  – WHS: 0.505 ns
  – Cycle use final: 63.9%
  – RSZ-0062 raised after global routing: false
  – Endpoints failing setup: 0
  – FMAX: 279 MHz
  – Clock Skew: 0.00124 ns

Floorplanning
  – Die H: 82.4 um
  – Die area: 6780 um^2
  – Die x size: 82.4 um
  – Std-Cell Rows: 28
  – Boundary pin count: 32
  – FP Core Util: 32.0%
  – Core Area: 6060 um^2

Setup path
  – Worst EP required: 5.73 ns
  – Crit path max fanout: 10
  – Crit path DAT: 3.71 ns
  – WS Path Type: primary input to register
  – Worst setup SP type: primary input
  – Critical path capture point type: register

Route
  – Antenna-violating nets left: 0
  – Initial DRC count: 123
  – Vias per std cell: 5.56
  – Final wirelength: 4.81 mm
  – DRC violations left: 0
  – ANT cells: 0
  – Via count: 1829
  – Pre-antenna DRT Iters: 5
  – DR WL/cell: 14.6 um

Flow run
  – Tool warnings: 45
  – Max-cap violations: 0

Worst hold path
  – Min-Delay Path Class: register to register

Run status
  – Outcome: complete, no violations

Placement
  – Buffers on Ports: 11
  – Pre-CTS setup slack: 1.71 ns
  – DP Cell Count: 325
  – Hpwl dp: 3.46 mm
  – Final GP Congestion: 0.886
## power by group through the flow
stage | logic (mW) | registers, mW | clock network, mW
5_1_grt | 0.0342 | 0.159 | 0.147
6_report | 0.0314 | 0.159 | 0.135
4_1_cts | 0.0312 | 0.159 | 0.140
## placed cells by master (no fill, tap or decap), drive strengths merged, types with 3 or more instances in the layout
cell,instances
or2,4
ha,8
dfxtp,21
xnor2,4
a21o,3
a32oi,3
a21oi,14
clkdlybuf4s50,11
nand4,5
or3,4
nand2,19
o21bai,3
nor3b,3
o21ai,8
nor2b,7
o31ai,4
inv,14
and3,4
nand3,9
or4,3
xor2,6
and2,3
nor3,3
o211ai,7
conb,4
clkbuf,4
nor2,35
nand3b,5
## area by class of cell
| type | instances | area [um^2] | area share [%] |
|---|---|---|---|
| Sequential cell | 22 | 450 | 21.2 |
| Timing Repair Buffer | 11 | 110 | 5.17 |
| Multi-Input combinational cell | 203 | 1360 | 63.7 |
| Clock buffer | 4 | 66.3 | 3.12 |
| Tap cell | 75 | 93.8 | 4.41 |
| Inverter | 14 | 52.6 | 2.47 |
## layer usage
layer | wire (um) | share of wire (%) | vias up | global-route usage [%]
li1 | - | - | 915 | -
met1 | 2270 | 47 | 845 | 21.3
met2 | 2140 | 45 | 63 | 24.5
met3 | 338 | 7.0 | 6 | 2.68
met4 | 59 | 1.2 | 0 | 2.63
met5 | 0 | 0 | - | 0
## worst max-delay path, stage by stage
cell and delay (ns):
clkdlybuf4s50_1 0.72, nand4b_1 0.16, o211ai_1 0.54, o221ai_2 0.34, o21bai_1 0.72, nor2_1 0.11
## kinds of logic (layout without fill, tap and decap cells)
kind of cell / count (synthesis) / count (layout)
DFF: 22 / 22
buffers and inverters: 31 / 29
other: 1 / 4
adders and majority gates: 8 / 8
AOI/OAI and AO/OA: 62 / 62
muxes: 2 / 2
and+or+nand+nor: 117 / 117
xor gates and xnor gates: 10 / 10
## final timing paths
kind | startpoint | cells past startpoint | slack (ns) | to
worst max-delay path | char[3] | 6 | 2.02 | cnt_s11[0]
worst min-delay path | cnt_s7[0] | 2 | 0.50 | cnt_s7[0]
worst max register to register | next_s[1] | 5 | 3.03 | cnt_s11[0]
worst min register to register | cnt_s7[0] | 2 | 0.50 | cnt_s7[0]
## sequential cells by signal (all words and copies together) (netlist names)
name / flops
cnt_s11: 4
cnt_s2: 4
type: 1
cnt_s7: 4
cnt_s4: 4
next_s: 5
## through the flow
step                      total power, mW  cell area (um^2)  utilization (%)
after detailed placement            0.194              2060             34.0
after CTS                           0.330              2130             35.1
after global routing                0.340              2130             35.1
after global placement              0.193              2060             34.0
after floorplan                     0.182              1950                -
final                               0.325              2130             35.1
## synth_stat cells, drive strengths merged, types with 4 or more instances
cell type  count  area share (%)
dfxtp         21              22
a21oi         14             3.6
or3            4             1.3
nand3b         5             1.9
nor2b          7             2.3
clkbuf         8             1.6
ha             8             5.2
nand4          5             2.4
o21ai          8             2.1
xor2           6             2.7
or2            4             1.3
o31ai          4             1.6
and3           4             1.3
inv           14             2.7
xnor2          4             1.8
buf            9             3.1
nor2          35             6.8
nand2         19             4.1
o211ai         7             2.7
nand3          9             2.3
Power is estimated from default activity; no workload was simulated.
