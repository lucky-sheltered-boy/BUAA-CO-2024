==> ./design.v <==
`timescale 1ns / 1ps
module BlockChecker(
	input clk,
	input reset,
	input [7:0] in,
	output result
    );
	reg [3:0] status,next;
	reg [31:0] cnt,next_cnt;
	reg error, next_error;
	always@(posedge clk,posedge reset) begin
		if(reset) begin
			status <= 4'b1100;
			cnt <= 0;
			error <= 0;
		end
		else begin
			status <= next;
			cnt <= next_cnt;
			error <= next_error;
		end
	end
	always@(*) begin
		case (status)
			4'b1100 : begin
				if (in == "b" || in == "B") begin
					next = 4'b0000;
				end
				else if (in == "e" || in == "E") begin
					next = 4'b0101;
				end
				else if(in == " ") begin
					next = 4'b1100;
				end
				else begin
					next = 4'b1001;
				end	
				next_cnt = cnt;
				next_error = error;
			end
				4'b0000 : begin
					if (in == "e" || in == "E") begin
						next = 4'b0001;
					end
					else if (in == " ") begin
						next = 4'b1100;
					end
					else begin
						next = 4'b1001;
					end
					next_cnt = cnt;
					next_error = error;
				end
				4'b0001 : begin
					if (in == "g" || in == "G") begin
						next = 4'b0010;
					end
					else if (in == " ") begin
						next = 4'b1100;
					end
					else begin
						next = 4'b1001;
					end
					next_cnt = cnt;
					next_error = error;
				end
				4'b0010: begin
					if (in == "i" || in == "I") begin
						next = 4'b0011;
					end
					else if (in == " ") begin
						next = 4'b1100;
					end
					else begin
						next = 4'b1001;
					end
					next_cnt = cnt;
					next_error = error;
				end
				4'b0011 : begin
					if (in == "n" || in == "N") begin
						next = 4'b0100;
						next_cnt = cnt + 1;
					end
					else if (in == " ") begin
						next = 4'b1100;
						next_cnt = cnt;
					end
					else begin
						next = 4'b1001;
						next_cnt = cnt;
					end
					next_error = error;
				end
				4'b0100 : begin
					if (in == " ") begin
						next = 4'b1100;
						next_cnt = cnt;
					end
					else begin
						next = 4'b1001;
						next_cnt = cnt - 1;
					end
					next_error = error;
				end
				4'b0101 : begin
					if (in == "n" || in == "N") begin
						next = 4'b0110;
					end
					else if (in == " ") begin
						next = 4'b1100;
					end
					else begin
						next = 4'b1001;
					end
					next_cnt = cnt;
					next_error = error;
				end
				4'b0110 : begin
					if (in == "d" || in == "D") begin
						next = 4'b0111;
						if (cnt == 0) begin
							next_error = 1;
							next_cnt = cnt;
						end
						else begin
							next_cnt = cnt - 1;
							next_error = error;
						end
					end
					else if (in == " ") begin
						next = 4'b1100;
						next_cnt = cnt;
						next_error = error;
					end
					else begin
						next = 4'b1001;
						next_cnt = cnt;
						next_error = error;
					end
				end
				4'b0111 : begin
					if (in == " ") begin
						if (error == 1) begin
							next = 4'b1000;
							next_cnt = cnt;
							next_error = error;
						end
						else begin
							next = 4'b1100;
							next_cnt = cnt;
							next_error = error;
						end
					end
					else begin
						next = 4'b1001;
						if (error == 1) begin
							next_error = 0;
							next_cnt = cnt;
						end
						else begin
							next_cnt = cnt + 1;
							next_error = error;
						end
					end
				end
				4'b1001 : begin
					if (in == " ") begin
						next = 4'b1100;
						next_cnt = cnt;
						next_error = error;
					end
					else begin
						next = 4'b1001;
						next_cnt = cnt;
						next_error = error;
					end
				end
				4'b1000: begin
					next = 4'b1000;
					next_cnt = cnt;
					next_error = error;
				end
		endcase
	end
	assign result = (cnt == 0 && error == 0) ? 1 : 0;
endmodule
==> ./run.sh <==
#!/bin/bash
# OpenROAD 26Q1-2900-gdf79404cd8, Yosys 0.63+post, stock flow scripts
make -C /OpenROAD-flow-scripts/flow DESIGN_CONFIG=/design/flow/config.mk WORK_HOME=/design/flow/orfs finish
==> ./config.mk <==
export PLATFORM = sky130hd
export DESIGN_NAME = BlockChecker
export DESIGN_NICKNAME = BlockChecker
export VERILOG_FILES = /design/flow/design.v
export SDC_FILE = /design/flow/constraint.sdc
export NUM_CORES = 4
export LEC_CHECK = 1
export CORE_UTILIZATION = 30
==> ./constraint.sdc <==
current_design BlockChecker

set clk_period 9.8
set clk_io_pct 0.2

create_clock -name clk0 -period $clk_period [get_ports {clk}]

set non_clock_inputs [all_inputs -no_clocks]
set_input_delay [expr $clk_period * $clk_io_pct] -clock clk0 $non_clock_inputs
set_output_delay [expr $clk_period * $clk_io_pct] -clock clk0 [all_outputs]
==> notes.md <==
yosys + openroad results -> status=completed, Die Area=~0.014 mm^2, DR WL/cell=18.7 um, XOR/XNOR Fraction of Synth Area=~3.8%, Registers, synthesis=between 70 and 80, initial antenna violation count=0, CP Class=reg2out, crit path DAT=2.94 ns, IO Count=11, worst rel slew slack=43.5%, endpoints left unconstrained=74, Final Hold Vio Count=0, comb area leader=simple AND/OR/NAND/NOR gates, Max Cap Violations=0, Setup crit end kind=output port, IR drop worst, VDD=0.0000632 V, area figure in the yosys stat output=0.00394 mm^2, Synth area leader=dfrtp_1, max-slew violations=0, total power=0.360 mW, Commonest cells post-synth=nor2_1 (51), nand2_1 (42), a21oi_1 (38), Post-CTS Setup Inserts=0, Post-Syn Area=0.00394 mm^2, Top cell area share=between 20 and 25%, pin count of the biggest net entering global routing=38, Hold-fix buffers, CTS=0, Max H-tree Level=2, Worst-path clk slew=0.06 ns, Mapped Cells=494, DIE WIDTH=117 um, vias in the first global route=3562, simple share=~30%, fin cells=651, Final GP Congestion=0.908, placed insts=approximately 640, total congestion overflow=0, Compound Share, Synth=21.6%, WHS=approximately 2.1 ns, yosys stat cell total=494, ys async rst share=50.0%, DP Wirelength=8630 um, power per cell area=83.6 mW/mm^2, CTS tree=done, Layout area overhead=9.27%, final tally of setup violations=0, warning total across the stage logs=27, first-pass detailed-route iteration total=5, Max Clk Rate=204 MHz, first-pass GRT wire length=19600 um, register pins left without a clock=37, Final WS setup=4.90 ns, Leakage=between 1.5 and 2 nW, Period Utilization, post-route=about 50%, layout cell share with drive strength beyond 1=6.05%, setup slack after placement=between 5 and 6 ns, RSZ-0062 raised after global routing=no, overall routing resource usage=19.3%, synth warn=1, crit path from=cnt[14]$_DFF_PP0_, Top cells by area=dfrtp_1 (22%), dlxtn_1 (14%), nor2_1 (4.9%), measured slew at the worst slew-check pin=0.842 ns, yosys adder share=0.953%, Port Buf Inserts=10, Via density=5.92, row count=roughly 40, Post-DRT Antenna Nets=0, Longest Clk Path Bufs=2, Worst Path Required=approximately 7.8 ns, CP max FO=10, FP Util=31.0%, Num CTS Buffers=5, Startpoint Class=flop, Antenna diodes=0, PostCTS Resize Cnt=0, mux contribution to synthesized area=less than 1%, total negative slack=0 ns, syn avg cell area=7.98 um^2, number of flops mapped to enable cells by yosys=0, Main synth FF type=dlxtn_1, final wirelength=12200 um, Initial DRC Count=295, total core area=0.0127 mm^2, Distinct lib cells used=67, detailed-route via count=3856, die span in y=roughly 120 um, most common cell in the netlist=nor2_1, crit path time final=4.90 ns, drt drc=0, worst hold path class=in2async, CTS root buf=clkbuf_16
## logic make-up after synthesis
family / count (synthesis)
adders and majority gates: 3
AOI/OAI and AO/OA: 125
DFF: 37
xor gates and xnor gates: 17
and+or+nand+nor: 224
buffers and inverters: 50
muxes: 1
latches: 37
## layout make-up
cell class	instances	area, um^2
repair buffers	16	145
fillers	1372	8420
well taps	172	215
inverters	11	41.3
multi-input cells	370	2240
flip-flops and latches	74	1480
clock buffers	6	139
clock inverters	2	37.5
## critical path: stages (launching register included)
cell and delay [ns]:
dfrtp_1 0.48, or3_1 0.43, or4_4 0.55, or4_4 0.61
nor2_1 0.13, clkdlybuf4s50_1 0.47
## power by group
group          internal (mW)  total [mW]  switching, mW
Combinational        0.00463      0.0110        0.00633
Sequential             0.153       0.153    0.000000405
Clock                  0.127       0.196         0.0692
Total                  0.285       0.360         0.0755
## final timing paths
kind                                  endpoint
min                           cnt[3]$_DFF_PP0_
min in group clk0                       result
max in group asynchronous  status[2]$_DFF_PP1_
max                                     result
## per-layer routing
layer / vias up / global-route usage (%) / part of all wire (%)
li1: 1819 / - / -
met5: - / 0 / 0
met3: 35 / 4.07 / 8.3
met1: 1806 / 29.7 / 46
met2: 196 / 27.3 / 43
met4: 0 / 6.50 / 3.2
## stage by stage
stage	util, %	cell area, um^2
finish	33.8	4310
global placement	32.5	4130
CTS	33.8	4310
detailed placement	32.5	4130
floorplan	-	3940
global route	33.8	4310
## cells in the final DEF (no fill, tap or decap), types with 6 or more instances in the layout
cell type        Yosys  layout
a211oi_1             7       7
a21oi_1             38      38
a221oi_1             7       7
a31oi_1             15      15
buf_4                1       6
clkdlybuf4s50_1      0      10
dfrtp_1             35      35
dlxtn_1             37      37
inv_1               11      11
nand2_1             42      42
nand2b_1             7       7
nand3_1             12      12
nand4_1             19      19
nor2_1              51      50
nor3_1              30      30
nor4_1              14      14
o21ai_0             16      16
or3_1               13      13
xnor2_1              9       9
xor2_1               8       8
## registers in the layout, indices dropped and copies added (netlist names)
signal and count:
next_cnt 32, status 4, cnt 32, next 4, error 1, next_error 1
Power is estimated from default activity; no workload was simulated.
