--- flow/config.mk ---
export PLATFORM = sky130hd
export DESIGN_NAME = TC1
export DESIGN_NICKNAME = TC1
export VERILOG_FILES = /design/flow/design.v
export SDC_FILE = /design/flow/constraint.sdc
export NUM_CORES = 4
export LEC_CHECK = 1
export CORE_UTILIZATION = 30
--- flow/constraint.sdc ---
current_design TC1

set clk_period 7.3
set clk_io_pct 0.2

create_clock -name clk0 -period $clk_period [get_ports {clk}]

set non_clock_inputs [all_inputs -no_clocks]
set_input_delay [expr $clk_period * $clk_io_pct] -clock clk0 $non_clock_inputs
set_output_delay [expr $clk_period * $clk_io_pct] -clock clk0 [all_outputs]
--- flow/design.v ---
`timescale 1ns / 1ps
`timescale 1ns / 1ps
module TC1(
    input clk,
    input reset,
    input [31:2] Addr,
    input WE,
    input [31:0] Din,
    output [31:0] Dout,
    output IRQ
    );
	reg [1:0] state;
	reg [31:0] mem [2:0];
	reg _IRQ;
	assign IRQ = mem[0][3] & _IRQ;
	assign Dout = mem[Addr[3:2]];
	wire [31:0] load = Addr[3:2] == 0 ? {28'h0, Din[3:0]} : Din;
	integer i;
	always @(posedge clk) begin
		if(reset) begin
			state <= 0; 
			for(i = 0; i < 3; i = i+1) mem[i] <= 0;
			_IRQ <= 0;
		end
		else if(WE) begin
			mem[Addr[3:2]] <= load;
		end
		else begin
			case(state)
				2'b00 : if(mem[0][0]) begin
					state <= 2'b01;
					_IRQ <= 1'b0;
				end
				2'b01 : begin
					mem[2] <= mem[1];
					state <= 2'b10;
				end
				2'b10  : 
					if(mem[0][0]) begin
						if(mem[2] > 1) mem[2] <= mem[2]-1;
						else begin
							mem[2] <= 0;
							state <= 2'b11;
							_IRQ <= 1'b1;
						end
					end
					else state <= 2'b00;
				default : begin
					if(mem[0][2:1] == 2'b00) mem[0][0] <= 1'b0;
					else _IRQ <= 1'b0;
					state <= 2'b00;
				end
			endcase
		end
	end
endmodule
--- flow/run.sh ---
#!/bin/bash
# OpenROAD 26Q1-2900-gdf79404cd8, Yosys 0.63+post, stock flow scripts
make -C /OpenROAD-flow-scripts/flow DESIGN_CONFIG=/design/flow/config.mk WORK_HOME=/design/flow/orfs finish
==> impl_metrics.json <==
{
  "synthArstFlopShare_pct": 0,
  "cp-endpoint": "Dout[14]",
  "reg2reg_to": "mem[2][10]",
  "syn_area_per_cell_um2": 12.31,
  "power.leakage_nw": 3.140,
  "clk_pin_slew_ns": 0.05,
  "fin_crit_sh_pct": 68.15,
  "power.total_mw": 1.993,
  "first_global_vias": 4945,
  "crit_type": "primary input to output pin",
  "gp_congestion": 0.8220,
  "tritoncts": "done",
  "warning_count": 54,
  "top_cells_by_area": "edfxtp_1 57%, mux4_2 11%, nor2_1 4.5%",
  "antenna_found_initial": 0,
  "totalNegativeSetupSlack_ns": 0,
  "placed_cell_area_mm2": 0.007959,
  "grtUsageTotal_pct": 17.26,
  "die_w_um": 152.5,
  "slew_violations": 0,
  "netlist_top_cells_count": "128 x edfxtp_1, 81 x nor2_1, 43 x nand2_1",
  "top_area_cell": "edfxtp_1",
  "drv_cap": 0,
  "cts_setup_buffers": 0,
  "wl_per_cell_um": 19.51,
  "grt_max_degree": 40,
  "ys_ff": 133,
  "clock_sinks": 133,
  "ys_cells": 552,
  "yosysMostFrequentCell": "edfxtp_1",
  "via_count": 4828,
  "route.antenna.remaining_nets": 0,
  "cp-start-kind": "primary input",
  "initCoreUtil_pct": 30.86,
  "grt_pass1_wl_um": 28640,
  "r2r_start": "mem[2][5]",
  "finalWorstSetupSlack_ns": 2.325,
  "synth_cells": 552,
  "cts.repair.resized": 0,
  "status": "finished, final reports clean",
  "die-area_mm2": 0.02326,
  "worstPathMaxFanout": 21,
  "grt_overflow": 0,
  "cts_made_buffers": 17,
  "rows": 54,
  "synthFlopType": "edfxtp_1",
  "hold-worst-slack_ns": 0.4523,
  "die_h_um": 152.5,
  "yosysSeqAreaShare_pct": 58.03,
  "finalSetupViolCount": 0,
  "dp_hpwl_um": 11520,
  "htreeDepth": 4,
  "tightestPinTransition_ns": 0.8103,
  "yosysWarnings": 1,
  "relSlewSlack_pct": 45.85,
  "firstDrtPassIters": 17,
  "drc": 0,
  "holdBufCountCts": 0,
  "clock_path_buffers": 2,
  "drive_gt1_share_pct": 15.26,
  "clock.latency.late_pin_ns": 0.42,
  "min_period_ns": 4.975,
  "wirelength_um": 18400,
  "r2r.worst_path.cells": 6,
  "top_cell_area_share_pct": 56.55,
  "cp.arrival_ns": 3.52,
  "synth-edff-count": 128,
  "root_buffer": "clkbuf_16",
  "synth_area_mm2": 0.006797,
  "synthDistinctLibCells": 54,
  "place.port_buffers": 69,
  "coreArea_mm2": 0.02203,
  "final-hold-violation-count": 0,
  "drtIter0Drc": 347,
  "startpoint": "Addr[2]",
  "ys_area_mm2": 0.006797,
  "crit_path_end_kind": "output pin",
  "design_area_mm2": 0.008557,
  "ios": 98,
  "syn2layout_area_growth_pct": 25.90,
  "skew_ns": 0.006716,
  "crit_required_ns": 5.84,
  "vdd.ir_drop.worst_mv": 0.1464,
  "fmax_mhz": 201.0,
  "r2r_setup_slack_ns": 4.50,
  "dp_slack_ns": 2.293,
  "rsz0062_at_grt": "no",
  "detail_route.vias_per_cell": 5.120,
  "min_path_type": "flip-flop to flip-flop",
  "p_per_area_mw_per_mm2": 232.9
}
-- state kept, by name, summed over array words and instances (netlist names) --
register  cells
_IRQ          1
mem         128
state         4
-- kinds of logic (layout without fill, tap and decap cells) --
family / after synthesis / count (layout) / share of synthesized area [%]
AND/OR/NAND/NOR: 253 / 253 / 18.69
flip-flops: 133 / 133 / 58.03
AND-OR/OR-AND: 58 / 58 / 6.020
buffers and inverters: 45 / 128 / 2.614
multiplexers: 33 / 33 / 10.75
XOR/XNOR: 27 / 27 / 3.479
adder cells (fa/ha/maj): 2 / 2 / 0.3681
other: 1 / 29 / 0.05518
-- where the power goes --
part | leakage, nW | internal, mW | total [mW] | switching [mW]
sequential | 1.31 | 0.885 | 0.911 | 0.0252
clock | 0.299 | 0.564 | 0.869 | 0.305
combinational | 1.53 | 0.110 | 0.213 | 0.103
total | 3.14 | 1.56 | 1.99 | 0.434
-- stage by stage --
| stage | util, % | std cells |
|---|---|---|
| floorplan | - | 579 |
| global placement | 36.13 | 910 |
| detailed placement | 36.13 | 910 |
| CTS | 38.84 | 942 |
| global route | 38.84 | 942 |
| finish | 38.85 | 943 |
-- layout make-up --
class	instances	area, um^2
fillers	2101	13470
repair buffers	88	823.3
clock buffers	19	432.9
inverters	8	30.03
clock inverters	13	162.7
multi-input cells	401	2811
diodes	1	2.502
well taps	280	350.3
flip-flops and latches	133	3944
-- critical path, stage by stage --
cell,delay (ns)
buf_2,0.46
buf_4,0.51
mux4_2,0.62
clkdlybuf4s50_1,0.44
-- cells in the final DEF (no fill, tap or decap), types with 2 or more instances in the layout --
master and count:
nor3_1 23, nand2b_1 3, nor4_1 11, or3_1 6
o31ai_1 2, a31oi_1 2, clkbuf_16 17, nand2_1 43
clkbuf_1 2, o211ai_1 3, or2_2 5, nor2_1 81
clkinv_1 2, a21oi_1 20, a221oi_1 9, and2_1 14
a32o_1 2, nor4_2 6, mux4_2 32, nand4_1 4
o21ai_1 2, xnor2_1 8, clkinv_2 7, buf_4 19
o21ai_0 3, conb_1 28, nand3_1 30, or4_1 6
clkdlybuf4s50_1 67, xor2_1 19, ha_1 2, and3_1 12
edfxtp_1 128, bufinv_16 4, buf_2 2, inv_1 8
and4_1 2, dfxtp_1 5
-- worst min-delay path by stage --
stage | from | slack (ns) | cells past startpoint | endpoint
6_report | state[3] | 0.45 | 2 | state[3]
5_1_grt | state[3] | 0.46 | 2 | state[3]
4_1_cts | state[3] | 0.45 | 2 | state[3]
-- routing by layer --
layer / track usage [%] / wire length (um) / part of all wire (%) / up-vias
li1: - / - / - / 2276
met1: 24.82 / 7824 / 43 / 2330
met2: 26.66 / 8697 / 47 / 205
met3: 6.868 / 1631 / 8.9 / 17
met4: 2.261 / 247 / 1.3 / 0
met5: 0 / 0 / 0 / -
Power is estimated from default activity; no workload was simulated.
