==> /design/flow/design.v <==
`timescale 1ns / 1ps
module VoterPlus(
	input clk,
	input reset,
	input [31:0] np,
	input [7:0] vip,
	input vvip,
	output reg [7:0] result
    );
	 reg [31:0] status_np, next_np;
	 reg [7:0] status_vip, next_vip;
	 reg status_vvip, next_vvip;
	 reg [7:0] next_result;
	 reg [7:0] num_np, num_vip, num_vvip;
	 integer i;
	 always@(posedge clk or posedge reset) begin
		if(reset) begin
			result <= 0;
			status_np <= 0;
			status_vip <= 0;
			status_vvip <= 0;
		end else begin
			result <= next_result;
			status_np <= next_np;
			status_vip <= next_vip;
			status_vvip <= next_vvip;
		end
	 end
	always@(*) begin
		next_np = status_np | np;
		next_vip = status_vip | vip;
		next_vvip = status_vvip | vvip;
		num_np = 0;
		for(i=0;i<=31;i=i+1) begin
			if(next_np[i] == 1'b1) begin
				num_np = num_np + 1;
			end
		end
		num_vip = 0;
		for(i=0;i<=7;i=i+1) begin
			if(next_vip[i] == 1'b1) begin
				num_vip = num_vip + 1;
			end
		end
		num_vvip = next_vvip;
		next_result = num_np + 8'd4 * num_vip + 8'd16 * num_vvip;
	end
endmodule
==> /design/flow/run.sh <==
#!/bin/bash
# OpenROAD 26Q1-2900-gdf79404cd8, Yosys 0.63+post, stock flow scripts
make -C /OpenROAD-flow-scripts/flow DESIGN_CONFIG=/design/flow/config.mk WORK_HOME=/design/flow/orfs finish
==> /design/flow/config.mk <==
export PLATFORM = sky130hd
export DESIGN_NAME = VoterPlus
export DESIGN_NICKNAME = VoterPlus
export VERILOG_FILES = /design/flow/design.v
export SDC_FILE = /design/flow/constraint.sdc
export NUM_CORES = 4
export LEC_CHECK = 1
export CORE_UTILIZATION = 30
==> /design/flow/constraint.sdc <==
current_design VoterPlus

set clk_period 12.8
set clk_io_pct 0.2

create_clock -name clk0 -period $clk_period [get_ports {clk}]

set non_clock_inputs [all_inputs -no_clocks]
set_input_delay [expr $clk_period * $clk_io_pct] -clock clk0 $non_clock_inputs
set_output_delay [expr $clk_period * $clk_io_pct] -clock clk0 [all_outputs]
==> flow_metrics.env <==
# yosys + openroad results
export IMPL_track_usage=0.142
export IMPL_p_sw_frac=0.251
export IMPL_cts_htree_levels=2
export IMPL_grt_first_pass_wirelength_mm=27.5
export IMPL_worstPathMaxFanout=4
export IMPL_syn_inst=786
export IMPL_setup_slack_ps=-6450
export IMPL_max_stage_delay_ps=600
export IMPL_io_buffer_count=50
export IMPL_antenna_cells=0
export IMPL_maxSlewViolCount=0
export IMPL_yosysSeqAreaShare=0.180
export IMPL_clockBufferDepth=2
export IMPL_rr_worst_depth=105
export IMPL_synth_area_yosys_um2=6820
export IMPL_clock_latency_ps=310
export IMPL_dr_pass1_iters=8
export IMPL_ys_cells=786
export IMPL_routed_wl_mm=16.1
export IMPL_synthFlopType="dfrtp_1"
export IMPL_synth_distinct_cells=87
export IMPL_slew_headroom=0.519
export IMPL_worst_setup_path_start_kind="input port"
export IMPL_vias=6469
export IMPL_p_switching_uw=81.0
export IMPL_post_route_drc_count=0
export IMPL_ys_warn_count=1
export IMPL_cts_tree="done"
export IMPL_drive_above_1_share=0.403
export IMPL_power_density_nw_per_um2=31.0
export IMPL_fill_cells=2044
export IMPL_cts_hold_buf=0
export IMPL_finalWeightedCongestion=0.901
export IMPL_comb_power_share=0.063
export IMPL_arrival_ps=19470
export IMPL_r2r_start="status_np[1]"
export IMPL_top_cell_area_share=0.180
export IMPL_syn_avg_cell_area_um2=8.67
export IMPL_dieHeight_um=153
export IMPL_hold_path_class="flip-flop to flip-flop"
export IMPL_clkSinkCount=49
export IMPL_synth_edff_count=0
export IMPL_synth_flops=49
export IMPL_setup_viol=7
export IMPL_p_leak_uw=0.00456
export IMPL_dieArea_um2=23300
export IMPL_path_delay_family="adder cells"
export IMPL_finalHoldViolCount=0
export IMPL_intPower_uw=242
export IMPL_crit_path_end_kind="flip-flop"
export IMPL_rows=54
export IMPL_clockRootBuffer="clkbuf_16"
export IMPL_ios=51
export IMPL_reg2reg_slack_ps=-4450
export IMPL_finalSetupTns_ps=-37920
export IMPL_clk_pin_slew_ps=70
export IMPL_antenna_found_initial=0
export IMPL_viasPerCell=4.60
export IMPL_core_area_um2=22000
export IMPL_grt_pass1_vias=6214
export IMPL_ir_drop_mv=0.0449
export IMPL_violations="setup timing"
export IMPL_r2r_end="result[7]"
export IMPL_fp_util=0.309
export IMPL_required_ps=13030
export IMPL_slowest_stage="fa_1"
export IMPL_post_synth_instance_area_um2=6820
export IMPL_synthArstFlopShare=1.00
export IMPL_fin_crit_ps=19250
export IMPL_cap_violations=0
export IMPL_top_cells_by_area="dfrtp_1 (18%), xnor2_1 (10%), ha_1 (8.8%)"
export IMPL_postRouteAntennaNets=0
export IMPL_openroad_warnings=32
export IMPL_max_freq_mhz=52.0
export IMPL_finalCritPeriodShare=1.50
export IMPL_rsz0062_at_grt="true"
export IMPL_status="complete, but fails checks"
export IMPL_drt_iter0_markers=169
export IMPL_worstMarginPinSlew_ps=721
export IMPL_min_path_cells=2
export IMPL_worstHoldEndpoint="status_vip[0]"
export IMPL_dpl_hpwl_mm=12.9
export IMPL_finalPower_uw=323
export IMPL_wl_per_cell_um=11.5
export IMPL_critPathBufInv=8
export IMPL_seqPwrFrac=0.479
export IMPL_hold_start="status_vip[0]"
export IMPL_syn2layout_area_growth_pct=52.7
export IMPL_synth_top_cell_by_area="dfrtp_1"
export IMPL_grt_overflow_total=0
export IMPL_grt_start_max_net_pins=50
export IMPL_clkPwrFrac=0.458
export IMPL_cts_inserted_buffers=5
export IMPL_die_w_um=153
export IMPL_skew_ps=8.12
export IMPL_crit_type="input port to flip-flop"
[timing repair]
item,in CTS,in global routing
endpoints found under the setup margin,7,7
buffers inserted,15,14
pin swaps,12,55
gates resized,3,54
[Yosys cell counts (7+ instances only)]
| cell type | instances |
|---|---|
| ha_1 | 48 |
| nor3_1 | 16 |
| mux2i_1 | 14 |
| or3_1 | 7 |
| xor2_1 | 44 |
| inv_1 | 53 |
| xnor2_1 | 78 |
| a21oi_1 | 27 |
| clkbuf_1 | 8 |
| dfrtp_1 | 49 |
| nand3_1 | 19 |
| nand2_1 | 70 |
| xnor3_1 | 11 |
| nand4_1 | 10 |
| mux2_2 | 9 |
| xnor2_2 | 12 |
| nor2_1 | 81 |
| o21ai_0 | 40 |
| or2_2 | 18 |
| nand2b_1 | 7 |
[area by class of cell]
class | instances | area (um2) | area share
multi-input cells | 669 | 5780 | 0.555
repair buffers | 339 | 2670 | 0.257
flip-flops and latches | 49 | 1230 | 0.118
well taps | 280 | 350 | 0.0337
inverters | 60 | 228 | 0.0219
clock buffers | 5 | 125 | 0.0120
clock inverters | 3 | 25.0 | 0.00240
[sequential cells by signal, indices dropped and copies added (netlist names)]
| signal | count |
|---|---|
| result | 8 |
| status_vip | 8 |
| status_np | 32 |
| status_vvip | 1 |
[how the worst max path moves through the flow]
stage         depth (start not counted)   from   endpoint  slack [ps]
CTS                                 106  np[1]  result[7]       -6700
global route                        106  np[1]  result[7]       -7460
finish                              106  np[1]  result[7]       -6450
[cells in the final DEF (no fill, tap or decap), types with 7 or more instances in the layout]
| master | synthesis | routed |
|---|---|---|
| ha_1 | 48 | 31 |
| nor3_1 | 16 | 16 |
| or2_2 | 18 | 17 |
| nand2_2 | 0 | 11 |
| a21oi_2 | 0 | 7 |
| nor2_1 | 81 | 77 |
| o21ai_0 | 40 | 28 |
| inv_2 | 4 | 9 |
| nand3_1 | 19 | 19 |
| mux2i_1 | 14 | 13 |
| xor2_1 | 44 | 43 |
| xnor2_1 | 78 | 76 |
| nand2b_1 | 7 | 7 |
| nand2_1 | 70 | 56 |
| ha_4 | 0 | 16 |
| clkdlybuf4s50_1 | 0 | 47 |
| a21oi_1 | 27 | 19 |
| buf_4 | 0 | 288 |
| nand4_1 | 10 | 10 |
| dfrtp_1 | 49 | 49 |
| o21ai_2 | 1 | 11 |
| xnor2_2 | 12 | 14 |
| inv_1 | 53 | 47 |
| xnor3_1 | 11 | 10 |
| or3_1 | 7 | 7 |
[power groups by stage]
stage / clock network, uW / registers [uW] / logic, uW
finish: 148 / 155 / 20.4
CTS: 156 / 155 / 21.1
global route: 159 / 155 / 22.1
[per-stage QoR]
step	hold slack (ps)	util	worst slack (ps)	area, um2	cells
3_5_place_dp	459	0.444	-7100	9780	1368
3_3_place_gp	452	0.444	-6880	9780	1368
5_1_grt	494	0.472	-7460	10400	1405
4_1_cts	477	0.456	-6700	10100	1391
6_report	471	0.472	-6450	10400	1405
2_1_floorplan	437	-	-6450	7000	786
[cells by family after synthesis]
kind of cell	share of synthesized area
muxes	0.0375
xor gates and xnor gates	0.278
DFF	0.180
adders and majority gates	0.0955
and+or+nand+nor	0.194
AOI/OAI and AO/OA	0.177
buffers and inverters	0.0375
[per-layer routing]
| layer | track usage | routed length (um) | up-vias |
|---|---|---|---|
| met3 | 0.0154 | 430 | 9 |
| li1 | - | - | 3467 |
| met4 | 0.00914 | 108 | 0 |
| met2 | 0.235 | 7220 | 62 |
| met5 | 0 | 0 | - |
| met1 | 0.211 | 8350 | 2931 |
[worst register-to-register path, delay by kind of cell, from the launching register on]
kind / cells / cell delay [ps]
multiplexers: 5 / 1270
buffers and inverters: 7 / 580
adder cells (fa/ha/maj): 30 / 8100
AND/OR/NAND/NOR: 25 / 2120
AND-OR/OR-AND: 32 / 3790
XOR/XNOR: 6 / 930
flip-flops: 1 / 360
